**./run.sh**
```bash
#!/bin/bash
# OpenROAD 26Q1-2900-gdf79404cd8, Yosys 0.63+post, stock flow scripts
make -C /OpenROAD-flow-scripts/flow DESIGN_CONFIG=/design/flow/config.mk WORK_HOME=/design/flow/orfs finish
```
**./design.v**
```verilog
`timescale 1ns / 1ps
module debounce(
    input clk,                
    input rst,                
    input pb,                 
    output reg pb_debounced   
);
    reg [19:0] counter;   
    always @(posedge clk or posedge rst) begin
        if (rst) begin
            counter <= 0;
            pb_debounced <= 0;
        end else begin
            if (pb == pb_debounced) begin
                counter <= 0;   
            end else if (counter == 20'd999999) begin   
                pb_debounced <= pb;   
            end else begin
                counter <= counter + 1;   
            end
        end
    end
endmodule
`timescale 1ns / 1ps
module real_top(
    input clk,             
    input rst,             
    input btn,             
    output [7:0] led       
    );
    wire pb_debounced;
    debounce debounce_inst (
        .clk(clk),
        .rst(rst),
        .pb(btn),
        .pb_debounced(pb_debounced)
    );
    reg [7:0] counter;
    always @(posedge pb_debounced or posedge rst) begin
        if (rst) begin
            counter <= 0;
        end else begin
            counter <= counter + 1;
        end
    end
    assign led = counter;
endmodule
```
**./constraint.sdc**
```tcl
current_design real_top

set clk_period 3.2
set clk_io_pct 0.2

create_clock -name clk0 -period $clk_period [get_ports {clk}]

set non_clock_inputs [all_inputs -no_clocks]
set_input_delay [expr $clk_period * $clk_io_pct] -clock clk0 $non_clock_inputs
set_output_delay [expr $clk_period * $clk_io_pct] -clock clk0 [all_outputs]
```
**./config.mk**
```make
export PLATFORM = sky130hd
export DESIGN_NAME = real_top
export DESIGN_NICKNAME = real_top
export VERILOG_FILES = /design/flow/design.v
export SDC_FILE = /design/flow/constraint.sdc
export NUM_CORES = 4
export LEC_CHECK = 1
export CORE_UTILIZATION = 30
```
==> impl_metrics.tcl <==
# flow metrics
set metrics [dict create \
    status "completed" \
    cts_root_buffer "sky130_fd_sc_hd__clkbuf_8" \
    worstPathRequired_ns 3.34 \
    yosys_warnings 2 \
    r2r_end "debounce_inst.pb_debounced" \
    filler_cell_count 430 \
    synth-simple-area-share_pct 22.7 \
    rsz0062_at_grt "no" \
    detail_route.wl_per_cell_microns 12.7 \
    detailroute.via_count 1049 \
    floorplanUtilization_pct 32.0 \
    std_cell_rows 24 \
    total_number_of_warnings_across_the_stage_logs 25 \
    die-height_microns 71.0 \
    initialDrtViolationCount 29 \
    cp_data_arrival_time_ns 2.35 \
    cell_type_count 36 \
    critical-path-max-stage-delay_ns 0.76 \
    drt-vias-per-instance 5.22 \
    fraction_of_the_cycle_the_final_worst_path_needs_pct 69.1 \
    setup_total_negative_slack_ns 0 \
    placement.cell_area_sq_um 1580 \
    grt_max_degree 30 \
    holdBufCountCts 0 \
    synthMostInstantiatedCell "sky130_fd_sc_hd__dfrtp_1" \
    worstHoldEndpoint "debounce_inst.counter[4]" \
    layout_min_cycle_time_ns 2.21 \
    final_hold_slack_ns 0.541 \
    edf_count 0 \
    synth-compound-area-share_pct 9.62 \
    routabilityCongestion 0.849 \
    diodes 0 \
    worst_ir_drop_vdd_v 0.000229 \
    portBuffers 10 \
    ys_dominant_reg_cell "sky130_fd_sc_hd__dfrtp_1" \
    worst_path_max_delay_cell "sky130_fd_sc_hd__or4_1" \
    ys_seq_share_pct 50.7 \
    die-area_sq_um 5050 \
    crit_path_launch_type "register" \
    ant_nets 0 \
    postLayoutCellArea_sq_um 1620 \
    unclocked_regs 8 \
    register_area_sq_um 726 \
    post-route-drc-count 0 \
    ios 11 \
    holdPathStages 1 \
    hp-class "register to register" \
    grt_pass1_vias 1006 \
    synthCells 139 \
    post_synthesis_async_set_or_reset_flop_share_pct 100 \
    finalClockSkew_ns 0.00485 \
    power.density_cell_area_nw_per_um2 305 \
    grt_pass1_wl_mm 4.55 \
    synth_flops 29 \
    synth_area_per_cell_sq_um 10.3 \
    netlist_logic_family_top "simple AND/OR/NAND/NOR gates" \
    crit_path_start "debounce_inst.counter[3]" \
    critical_path.endpoint_type "register" \
    clock_tree_from_tritoncts "built" \
    h-tree-depth 1 \
    drive_gt1_share_pct 6.71 \
    cap_violations 0 \
    critical-path-top-delay-family "simple AND/OR/NAND/NOR gates" \
    drtPass1Iterations 20 \
    yosys_synthesis_chip_area_sq_um 1430 \
    ctsResizeCount 0 \
    grt_util_all_layers_pct 11.1 \
    post_synthesis_instance_area_sq_um 1430 \
    regToRegSetupSlack_ns 0.99 \
    cts-buffers-inserted 3 \
    timing.max_slew.rel_slack_pct 58.2 \
    synth-adder-area-share_pct 1.75 \
    ys_top_cells_by_count "29 x sky130_fd_sc_hd__dfrtp_1, 10 x sky130_fd_sc_hd__xnor2_1, 9 x sky130_fd_sc_hd__nand2_1, 9 x sky130_fd_sc_hd__nand3_1, 9 x sky130_fd_sc_hd__nor2_1" \
    synth.cellmix.xorXnorShare_pct 9.19 \
    clk_pin_slew_worst_paths_ns 0.07 \
    place_hpwl_mm 1.82 \
    tightest_slew_ns 0.625 \
    rr_worst_depth 4 \
    final_max_slew_violation_tally 0 \
    timing.critical_path.fanout_max 8 \
    logic_area_sq_um 654 \
    top_area_cell "sky130_fd_sc_hd__dfrtp_1" \
    hold_violations 0 \
    placeableCoreArea_sq_um 4470 \
    synth.mux.area_fraction_pct 2.45 \
    setup_viol 0 \
    clock.fmax_mhz 452 \
    timing.critical_path.cells "and4_1, nand3_1, or4_1, mux2_4" \
    antenna_violations_before_repair 0 \
    worstSkewPairLatency_ns 0.25 \
    cts-root-to-sink-buffers 2 \
    unconstrained_endpoints 16 \
    top_cells_by_area "sky130_fd_sc_hd__dfrtp_1 51%, sky130_fd_sc_hd__xnor2_1 6.1%, sky130_fd_sc_hd__nand3_1 3.1%" \
    postCtsSetupBuffers 0 \
    synth_top_area_share_pct 50.7 \
    reg2reg_from "debounce_inst.counter[3]" \
    hold_path.startpoint "debounce_inst.counter[4]" \
    yosys_cell_count 139 \
    power.static_leakage_nw 0.672 \
    fp.dieW_microns 71.0 \
    critical_path_class "register to register" \
    area_growth_pct 13.3 \
    routed_wirelength_mm 2.56 \
    gr-total-overflow 0 \
    critical_path.n_buffers_inverters 0 \
]
-- where the power goes --
group	internal, mW	switching [mW]
sequential	0.277	0.00817
clock	0.0884	0.0797
combinational	0.0148	0.0264
total	0.380	0.114
-- registers in the layout, summed over array words and instances, names as in the netlist --
name,cells
debounce_inst.counter,20
counter,8
debounce_inst.pb_debounced,1
-- routing by layer --
layer	GRT usage [%]	wire length [microns]	vias up
li1	-	-	527
met1	17.9	1330	496
met2	16.3	1130	24
met3	2.02	82	2
met4	1.78	13	0
met5	0	0	-
-- cells in the final DEF (no fill, tap or decap), drive strengths merged --
master,netlist,routed
dfrtp,29,29
xnor2,10,10
clkdlybuf4s50,0,10
nand3,9,9
nand2,9,9
nor2,9,9
a21oi,7,7
nand4,6,6
or4,6,6
and3,6,6
xor2,5,5
o31ai,4,4
o21ai,4,4
inv,4,4
clkbuf,4,4
and4,3,3
a31oi,3,3
o21a,2,2
nor3,2,2
mux2i,2,2
nor4,2,2
ha,2,2
buf,2,2
or2,1,1
and2,1,1
nand2b,1,1
nor4b,1,1
a211oi,1,1
a41o,1,1
nor3b,1,1
mux2,1,1
or3,1,1
-- how the worst max path moves through the flow --
stage         slack, ns  cells after the start                         end
CTS                1.01                      4  debounce_inst.pb_debounced
global route       0.89                      4  debounce_inst.pb_debounced
finish             0.99                      4  debounce_inst.pb_debounced
-- through the flow --
stage / std cells / worst slack (ns) / utilization [%] / total power [mW]
3_3_place_gp: 197 / 1.07 / 35.2 / 0.331
2_1_floorplan: 139 / 1.25 / - / 0.318
4_1_cts: 201 / 1.01 / 36.2 / 0.504
3_5_place_dp: 197 / 0.996 / 35.2 / 0.333
5_1_grt: 201 / 0.890 / 36.2 / 0.520
6_report: 201 / 0.989 / 36.2 / 0.494
-- area by class of cell --
type,count,area share [%]
Clock buffer,4,2.78
Inverter,4,0.927
Sequential cell,29,44.8
Multi-Input combinational cell,100,40.4
Tap cell,52,4.02
Timing Repair Buffer,12,7.10
-- logic make-up (layout without fill, tap and decap cells) --
kind of cell	Yosys count	in the layout
multiplexers	3	3
buffers and inverters	10	20
adder cells (fa/ha/maj)	2	2
XOR/XNOR	15	15
AND/OR/NAND/NOR	58	58
AND-OR/OR-AND	22	22
flip-flops	29	29
No activity file was given, so power comes from the tool's default toggle rates.
